<file path="design.v">
module register_file(
    Clk  ,
    WEN  ,
    RW   ,
    busW ,
    RX   ,
    RY   ,
    busX ,
    busY
);
input        Clk, WEN;
input  [2:0] RW, RX, RY;
input  [7:0] busW;
output [7:0] busX, busY;
reg [7:0] r0, r1, r2, r3, r4, r5, r6, r7;
always@(posedge Clk) begin
    if(WEN) begin
        case(RW)
            3'b000: r0 = 8'b0;
            3'b001: r1 = busW; 
            3'b010: r2 = busW;
            3'b011: r3 = busW;
            3'b100: r4 = busW;
            3'b101: r5 = busW;
            3'b110: r6 = busW;
            3'b111: r7 = busW;
        endcase
    end
end
assign busX = (RX==3'b0)?8'b0:
              (RX==3'b001)?r1:
              (RX==3'b010)?r2:
              (RX==3'b011)?r3:
              (RX==3'b100)?r4:
              (RX==3'b101)?r5:
              (RX==3'b110)?r6:
              (RX==3'b111)?r7:8'b0;
assign busY = (RY==3'b0)?8'b0:
              (RY==3'b001)?r1:
              (RY==3'b010)?r2:
              (RY==3'b011)?r3:
              (RY==3'b100)?r4:
              (RY==3'b101)?r5:
              (RY==3'b110)?r6:
              (RY==3'b111)?r7:8'b0;
endmodule
</file>
<file path="run.sh">
#!/bin/bash
# OpenROAD 26Q1-2900-gdf79404cd8, Yosys 0.63+post, stock flow scripts
make -C /OpenROAD-flow-scripts/flow DESIGN_CONFIG=/design/flow/config.mk WORK_HOME=/design/flow/orfs finish
</file>
<file path="config.mk">
export PLATFORM = sky130hd
export DESIGN_NAME = register_file
export DESIGN_NICKNAME = register_file
export VERILOG_FILES = /design/flow/design.v
export SDC_FILE = /design/flow/constraint.sdc
export NUM_CORES = 4
export LEC_CHECK = 1
export CORE_UTILIZATION = 50
</file>
<file path="constraint.sdc">
current_design register_file

set clk_period 2.0
set clk_io_pct 0.2

create_clock -name clk0 -period $clk_period [get_ports {Clk}]

set non_clock_inputs [all_inputs -no_clocks]
set_input_delay [expr $clk_period * $clk_io_pct] -clock clk0 $non_clock_inputs
set_output_delay [expr $clk_period * $clk_io_pct] -clock clk0 [all_outputs]
</file>
==> results.tsv <==
stage	metric	value	unit
synth	area_leaders	edfxtp_1 (61%), mux2i_1 (8.7%), a221oi_1 (6.0%), mux2_2 (4.1%), mux2_4 (3.2%)	
sta	slew_headroom	79.3	%
clock_tree	clk_pin_slew	0.09	ns
pwr	internal_power	1.95	mW
drt	drcViolationCount	0	
outcome	status	completed	
die	io_pins	35	
global_routing	grt_pass1_vias	1982	
drt	drt_pass1_iterations	4	
synth	netlist_instances	179	
sta	whs	0.786	ns
pwr	power.density	654	mW/mm^2
placed_design	place_congestion	0.860	
pwr	ir_worst_vdd	491	uV
synth	yosysTopAreaCell	edfxtp_1	
clock_tree	postCtsHoldBufs	0	
sta	fmax	0.503	GHz
critical_path	crit_start	RY[1]	
critical_path	crit_type	input port to output pin	
final_layout	postLayoutCoreUtil	72.8	%
pwr	finalPower	2.49	mW
drt	num_vias	1913	
clock_tree	clock_sinks	56	
synth	top_cell	edfxtp_1	
flow_run	drv_cap	0	
synth	synthTopCellsByCount	edfxtp_1 (56), mux2i_1 (24), a221oi_1 (19)	
clock_tree	numCtsBuffers	5	
flow_run	warnings	27	
global_routing	grt_max_degree	18	
clock_tree	root_buffer	clkbuf_8	
final_layout	area_delta_synth_final	37.5	%
clock_tree	clk_path_buf_depth	2	
pwr	p_switching	0.548	mW
critical_path	required	1.60	ns
critical_path	worstPathArrival	1.59	ns
sta	fin_crit	1.99	ns
pwr	swShare	22.0	%
global_routing	antenna_found_initial	0	
sta	tightest_slew	0.309	ns
die	fp_util	52.9	%
die	dieArea	0.00585	mm^2
sta	final-max-slew-violation-count	0	
synth	synth-edff-count	56	
global_routing	gr-total-overflow	0	
sta	fin_tns_setup	0	ns
synth	ys_warn_count	1	
synth	synth-cells-yosys	179	
critical_path	cp_max_fo	5	
synth	synthesis.area	0.00277	mm^2
drt	ant_nets	0	
drt	via_per_inst	5.92	
synth	ys_area	0.00277	mm^2
drt	initialDrtViolationCount	101	
critical_path	start_kind	input port	
critical_path	cp-endpoint	busY[5]	
die	die_x	76.5	um
pwr	pwr-share-seq	54.2	%
critical_path	end_kind	output pin	
synth	yosys_most_used_dff	edfxtp_1	
global_routing	grt_pass1_wl	10300	um
die	row_count	26	
pwr	pwr-share-clk	29.0	%
sta	setup_violations	0	
final_layout	drive_gt1_share	42.7	%
clock_tree	htreeDepth	2	
sta	hold_violations	0	
sta	period_used_share	99.4	%
drt	wl	6520	um
placed_design	port_buffers	34	
synth	syn_area_per_cell	15.5	um^2
synth	numSynthFlops	56	
die	fp.coreArea	0.00524	mm^2
die	die_h	76.5	um
global_routing	grt.total_usage	25.6	%
drt	n_antenna_cell	0	
synth	synth_top_area_share	60.6	%
worst_hold_path	hp-class	input port to register	
pwr	combPwrFrac	16.9	%
synth	synth.distinct_cells	22	
synth	ys_async_sr_fraction	0	%
synth	yosys.stat.seqShare	60.6	%
clock_tree	cts_tree	done	
placed_design	dp_hpwl	4290	um
placed_design	place_inst	298	
pwr	leakage	1.45	nW
final_layout	final_cell_count_no_fill	323	
drt	wl_per_cell	20.2	um
[layout by cell type (no fill, tap or decap), drive strengths merged, types with 9 or more instances in the layout]
master,count
nor2b,9
mux2,16
buf,54
edfxtp,56
clkdlybuf4s50,12
mux2i,24
clkdlybuf4s15,12
a221oi,24
clkbuf,9
[through the flow]
step                      instance area [um^2]  worst slack, ns
after floorplan                           2770            0.422
after global placement                    3310           -0.629
after detailed placement                  3310           -0.643
after CTS                                 3700           -0.116
after global routing                      3810         -0.00412
final                                     3810           0.0116
[flip-flops by register name, indices dropped and copies added, names as in the netlist]
signal and count:
r5 8, r6 8, r2 8, r1 8, r3 8, r4 8
r7 8
[final cells by class]
type / count / area [um^2]
multi-input cells: 106 / 1190
repair buffers: 83 / 738
flip-flops and latches: 56 / 1680
clock inverters: 2 / 38.8
clock buffers: 6 / 72.6
well taps: 70 / 87.6
fillers: 337 / 1430
[power by group through the flow]
stage	Sequential [mW]	Clock, mW	Combinational [mW]
CTS	1.35	0.737	0.392
global route	1.35	0.785	0.451
finish	1.35	0.722	0.421
[worst max-delay path: stages]
cell and delay, ns:
buf_4 0.13, buf_6 0.13, buf_6 0.12, buf_4 0.14, nor2b_1 0.12, a211oi_1 0.07, a311oi_1 0.32, buf_2 0.15
[cells by family after synthesis]
family	Yosys count	synth area share [%]
AND/OR/NAND/NOR	26	5.23
AND-OR/OR-AND	40	13.4
buffers and inverters	17	4.74
multiplexers	40	16.0
flip-flops	56	60.6
[repair_timing]
| action | CTS | global route |
|---|---|---|
| gates resized | 78 | 31 |
| pin swaps | 17 | 22 |
| gates cloned | 0 | 0 |
| buffers inserted | 14 | 3 |
| endpoints found under the setup margin | 16 | 14 |
| hold endpoints to repair | 0 | 0 |
[metal layers]
| layer | vias up | track usage, % | share of wire (%) | wire (um) |
|---|---|---|---|---|
| met3 | 10 | 10.7 | 9.8 | 638 |
| met1 | 931 | 37.5 | 39 | 2560 |
| met2 | 81 | 40.6 | 50 | 3240 |
| li1 | 891 | - | - | - |
| met4 | 0 | 2.69 | 1.4 | 89 |
| met5 | - | 0 | 0 | 0 |
[worst min-delay path by stage]
stage     startpoint     to  slack (ns)  depth (start not counted)
4_1_cts      busW[5]  r6[5]        0.78                          1
5_1_grt      busW[4]  r6[4]        0.80                          1
6_report     busW[5]  r2[5]        0.79                          1
Power and IR drop assume default switching activity.
