## flow/constraint.sdc

```tcl
current_design alu_always

set clk_period 3.3
set clk_io_pct 0.2

create_clock -name clk0 -period $clk_period

set non_clock_inputs [all_inputs -no_clocks]
set_input_delay [expr $clk_period * $clk_io_pct] -clock clk0 $non_clock_inputs
set_output_delay [expr $clk_period * $clk_io_pct] -clock clk0 [all_outputs]
```

## flow/config.mk

```make
export PLATFORM = sky130hd
export DESIGN_NAME = alu_always
export DESIGN_NICKNAME = alu_always
export VERILOG_FILES = /design/flow/design.v
export SDC_FILE = /design/flow/constraint.sdc
export NUM_CORES = 4
export LEC_CHECK = 1
export CORE_UTILIZATION = 30
```

## flow/design.v

```verilog
module alu_always(
    ctrl,
    x,
    y,
    carry,
    out 
);
    input  [3:0] ctrl;
    input  [7:0] x;
    input  [7:0] y;
    output       carry;
    output [7:0] out;
    reg [7:0] out;
    reg carry;
    always@(*) begin
    case(ctrl)      
        4'b0000: {carry,out} = $signed(x) + $signed(y);  
        4'b0001: {carry,out} = $signed(x) - $signed(y);      
        4'b0010: begin 
                 out = x&y; 
                 carry = 1'b0;
                 end
        4'b0011: begin 
                 out = x|y;  
                 carry = 1'b0;
                 end       
        4'b0100: begin 
                 out = ~x;  
                 carry = 1'b0;
                 end        
        4'b0101: begin 
                 out = x^y;
                 carry = 1'b0;
                 end      
        4'b0110: begin 
                 out = ~(x|y); 
                 carry = 1'b0;
                 end           
        4'b0111: begin 
                 out = (y<<x[2:0]); 
                 carry = 1'b0;
                 end   
        4'b1000: begin 
                 out = (y>>x[2:0]);  
                 carry = 1'b0;
                 end
        4'b1001: begin 
                 out = ({x[7],x[7:1]});  
                 carry = 1'b0;
                 end
        4'b1010: begin 
                 out = {x[6:0],x[7]};  
                 carry = 1'b0;
                 end
        4'b1011: begin 
                 out = {x[0],x[7:1]};  
                 carry = 1'b0;
                 end
        4'b1100: begin 
                 out = (x==y); 
                 carry = 1'b0;
                 end
        4'b1101: begin 
                 out = 8'b0;  
                 carry = 1'b0;
                 end
        4'b1110: begin 
                 out = 8'b0;  
                 carry = 1'b0;
                 end
        4'b1111: begin 
                 out = 8'b0;  
                 carry = 1'b0;
                 end
        default: begin 
                 out = 8'b0;  
                 carry = 1'b0;
                 end 
    endcase
    end
endmodule
```

## flow/run.sh

```bash
#!/bin/bash
# OpenROAD 26Q1-2900-gdf79404cd8, Yosys 0.63+post, stock flow scripts
make -C /OpenROAD-flow-scripts/flow DESIGN_CONFIG=/design/flow/config.mk WORK_HOME=/design/flow/orfs finish
```

==> impl_metrics.env <==
# yosys + openroad results
export IMPL_outcome="completed"
export IMPL_dp_slack_ns=-0.603
export IMPL_post_route_period_util_pct=97.9
export IMPL_routed_via_density=5.45
export IMPL_drt_iter0_markers=222
export IMPL_synth_stat_cells=278
export IMPL_crit_type="in2out"
export IMPL_final_area_sq_um=3640
export IMPL_combGateArea_sq_um=2200
export IMPL_postSynthCellCount=278
export IMPL_vias=2707
export IMPL_setup_ws_ns=0.0702
export IMPL_num_rows=30
export IMPL_crit_fanout=14
export IMPL_avgSynthCellArea_sq_um=7.82
export IMPL_netlist_area_leader_share_pct=15.0
export IMPL_topCellsByArea="ha_1 15%, mux4_2 8.3%, mux2i_1 5.5%, inv_1 4.3%, buf_6 3.6%"
export IMPL_areaGrowthSynthToFinish_pct=67.2
export IMPL_maxCapViolations=0
export IMPL_synth_distinct_cells=64
export IMPL_hold_class="in2out"
export IMPL_die_h_um=87.1
export IMPL_dieWidth_um=87.1
export IMPL_yosysTopAreaCell="ha_1"
export IMPL_cp_arrival_ns=2.57
export IMPL_antenna_found_initial=0
export IMPL_dp_hpwl_um=6120
export IMPL_ant_nets=0
export IMPL_grt_pass1_wl_um=13100
export IMPL_io_pins=29
export IMPL_grt_max_degree=17
export IMPL_ys_seq_share_pct=0
export IMPL_finalHoldViolCount=0
export IMPL_drt_first_pass_iters=5
export IMPL_critPathLaunchType="input port"
export IMPL_warnings=51
export IMPL_finalSetupViolCount=0
export IMPL_die_area_sq_um=7590
export IMPL_placed_area_sq_um=3160
export IMPL_wirelength_um=8200
export IMPL_synth_area_sq_um=2170
export IMPL_busiest_layer="met2"
export IMPL_grt_overflow_total=0
export IMPL_relSlewSlack_pct=64.2
export IMPL_yosys_warnings=1
export IMPL_port_buffer_count=29
export IMPL_grt_pass1_vias=2585
export IMPL_drive_gt1_share_pct=48.1
export IMPL_fillers=628
export IMPL_gp_congestion=0.930
export IMPL_period_needed_ns=3.23
export IMPL_timing_fmax_mhz=310
export IMPL_hold_buffers=0
export IMPL_coreArea_sq_um=6910
export IMPL_worst_pin_slew_ns=0.531
export IMPL_power_density_nw_per_um2=146
export IMPL_initial_utilization_pct=31.5
export IMPL_p_leak_nw=1.58
export IMPL_endpoint_kind="primary output"
export IMPL_met3_usage_pct=0.962
export IMPL_groute_usage_overall_pct=22.5
export IMPL_critPathRequiredTime_ns=2.64
export IMPL_design_seq_count=0
export IMPL_n_clock_buffer=0
export IMPL_antenna_cells=0
export IMPL_globalRouteMet1Util_pct=32.8
export IMPL_ir_drop_mv=0.0682
export IMPL_post_drt_wl_per_cell_um=16.5
export IMPL_gr_usage_met2_pct=37.4
export IMPL_drcViolationCount=0
export IMPL_flop_area_sq_um=0
export IMPL_yosysChipArea_sq_um=2170
export IMPL_slew_viol_final=0
==> per-layer routing <==
layer / wire length, um / vias to the layer above
li1: - / 1307
met1: 3850 / 1265
met2: 3660 / 119
met3: 440 / 16
met4: 249 / 0
met5: 0 / -
==> layout make-up <==
| cell class | instances | area share (%) |
|---|---|---|
| repair buffers | 146 | 33.7 |
| multi-input cells | 230 | 60.4 |
| inverters | 25 | 2.65 |
| well taps | 96 | 3.30 |
==> through the flow <==
| stage | TNS, ns | power [W] | utilization, % | cells | hold WS, ns |
|---|---|---|---|---|---|
| after floorplan | 0 | 0.000237 | - | 278 | 1.59 |
| after global placement | -3.90 | 0.000442 | 45.7 | 476 | 2.54 |
| after detailed placement | -4.08 | 0.000442 | 45.7 | 476 | 2.54 |
| after CTS | -0.0294 | 0.000499 | 50.9 | 490 | 2.25 |
| after global routing | -0.0126 | 0.000570 | 52.6 | 497 | 1.97 |
| final | 0 | 0.000529 | 52.6 | 497 | 1.91 |
==> what timing repair did <==
| action | 4_1_cts | 5_1_grt |
|---|---|---|
| cloned | 2 | 0 |
| setup endpoints to repair | 9 | 8 |
| gates resized | 99 | 26 |
| buffers inserted | 13 | 7 |
| pin swaps | 30 | 15 |
==> final timing paths <==
kind | from | to | slack (ns) | depth (start not counted)
worst max-delay path | ctrl[2] | out[0] | 0.07 | 8
worst min-delay path | y[1] | out[1] | 1.91 | 5
==> cells by family (layout without fill, tap and decap cells) <==
| kind of cell | Yosys count | count (layout) | synth area share, % |
|---|---|---|---|
| and+or+nand+nor | 85 | 85 | 23.4 |
| AOI/OAI and AO/OA | 86 | 86 | 29.1 |
| muxes | 22 | 22 | 14.8 |
| adders and majority gates | 28 | 28 | 16.8 |
| buffers and inverters | 48 | 171 | 12.3 |
| xor gates and xnor gates | 9 | 9 | 3.62 |
==> worst max-delay path, cell delays in order <==
cell and delay [ns]:
clkdlybuf4s15_1 0.31, buf_6 0.21, nand2b_1 0.22, mux2i_1 0.10, nand2_1 0.07, a21oi_1 0.06
or4_4 0.53, clkdlybuf4s50_1 0.42
==> cells in the mapped netlist, types with 6 or more instances <==
cell type	n
nand2_1	17
mux4_2	8
o22ai_1	7
nor3_1	6
a32oi_1	6
mux2i_1	12
inv_1	25
ha_1	26
a21oi_1	14
nor2b_1	7
a211oi_1	6
nor2_1	16
buf_2	13
buf_6	7
o21ai_0	11
nand2b_1	8
==> layout by cell type, fill, tap and decap left out, drive strengths merged, types with 3 or more instances in the layout <==
master,count
nor4,5
o211ai,4
inv,25
xor2,4
a21oi,14
buf,120
o22ai,7
a211oi,6
a32oi,6
nand2b,8
nor2b,7
a221oi,4
o21ai,13
clkbuf,3
dlymetal6s2s,3
nand3,5
a22oi,5
nor3b,3
mux4,8
nand2,18
mux2i,12
dlygate4sd2,13
nor3,8
clkdlybuf4s15,4
ha,26
nand3b,4
nor2,16
xnor2,5
==> power by group <==
| group | switching, W | internal [W] | leakage (nW) |
|---|---|---|---|
| Combinational | 0.000246 | 0.000284 | 1.58 |
| Sequential | 0 | 0 | 0 |
| Clock | 0 | 0 | 0 |
| Total | 0.000246 | 0.000284 | 1.58 |
Power and IR drop assume default switching activity.
