--- design/flow/design.v ---
module alu_assign(
    ctrl,
    x,
    y,
    carry,
    out  
);
    input  [3:0] ctrl;
    input  [7:0] x;
    input  [7:0] y;
    output       carry;
    output [7:0] out;
    wire [8:0] out_add,out_sub;
    add adder(.x(x),.y(y),.out(out_add));
    sub subtract(.x(x),.y(y),.out(out_sub));
    assign carry = (ctrl == 4'b0000) ? out_add[8]:
                   (ctrl == 4'b0001) ? out_sub[8]:1'b0;
    assign out = (ctrl == 4'b0000) ? out_add[7:0]:
                 (ctrl == 4'b0001) ? out_sub[7:0]:
                 (ctrl == 4'b0010) ? x&y:
                 (ctrl == 4'b0011) ? x|y:
                 (ctrl == 4'b0100) ? ~x:
                 (ctrl == 4'b0101) ? x^y:
                 (ctrl == 4'b0110) ? ~(x|y):
                 (ctrl == 4'b0111) ? y<<x[2:0]:
                 (ctrl == 4'b1000) ? y>>x[2:0]:
                 (ctrl == 4'b1001) ? {x[7],x[7:1]}:
                 (ctrl == 4'b1010) ? {x[6:0],x[7]}:
                 (ctrl == 4'b1011) ? {x[0],x[7:1]}:
                 (ctrl == 4'b1100) ? x==y:8'b00000000;
endmodule
module add(
    x,
    y,
    out  
);
    input  [7:0] x;
    input  [7:0] y;
    output [8:0] out ;
    wire [8:0] signed_x,signed_y;
    assign signed_x = {x[7],x[7:0]};
    assign signed_y = {y[7],y[7:0]};
    assign out = signed_x + signed_y;
endmodule
module sub(
    x,
    y,
    out  
);
    input  [7:0] x;
    input  [7:0] y;
    output [8:0] out;
    wire [8:0] signed_x,signed_y;
    assign signed_x = {x[7],x[7:0]};
    assign signed_y = {y[7],y[7:0]};
    assign out = signed_x - signed_y;
endmodule
--- design/flow/run.sh ---
#!/bin/bash
# OpenROAD 26Q1-2900-gdf79404cd8, Yosys 0.63+post, stock flow scripts
make -C /OpenROAD-flow-scripts/flow DESIGN_CONFIG=/design/flow/config.mk WORK_HOME=/design/flow/orfs finish
--- design/flow/config.mk ---
export PLATFORM = sky130hd
export DESIGN_NAME = alu_assign
export DESIGN_NICKNAME = alu_assign
export VERILOG_FILES = /design/flow/design.v
export SDC_FILE = /design/flow/constraint.sdc
export NUM_CORES = 4
export LEC_CHECK = 1
export CORE_AREA = 10 10 112 112
export DIE_AREA = 0 0 122 122
--- design/flow/constraint.sdc ---
current_design alu_assign

set clk_period 6.1
set clk_io_pct 0.2

create_clock -name clk0 -period $clk_period

set non_clock_inputs [all_inputs -no_clocks]
set_input_delay [expr $clk_period * $clk_io_pct] -clock clk0 $non_clock_inputs
set_output_delay [expr $clk_period * $clk_io_pct] -clock clk0 [all_outputs]
==> impl_results.rst <==
Flow metrics
------------

.. list-table::
   :header-rows: 1

   * - Metric
     - Value
   * - Flip-flop and latch area
     - 0 um^2
   * - Slew headroom
     - 65.6%
   * - Global-route wire length before repair
     - 12.7 mm
   * - Core region area
     - 10200 um^2
   * - Unrepaired setup endpoints after global routing
     - no
   * - Count of distinct cell types in the synthesized netlist
     - 66
   * - Worst Hold Margin
     - 3.82 ns
   * - Post-synth top area cell
     - ha_1
   * - Post-synthesis cell area
     - 2290 um^2
   * - Final instance count without filler cells
     - 463
   * - Filler Cells Inserted
     - 1099
   * - Setup TNS Final
     - 0 ns
   * - Worst Path Arrival
     - 4.16 ns
   * - Worst-path maximum fanout
     - 13
   * - Routed vias
     - 2498
   * - Critical Path Source
     - y[4]
   * - Dpl cell area
     - 2650 um^2
   * - Area of the synthesized netlist per yosys stat
     - 2290 um^2
   * - Final min period
     - 5.38 ns
   * - Final max-slew violation count
     - 0
   * - Cell total in the yosys stat output
     - 318
   * - Clk_buf instances
     - 0
   * - Number of inserted diodes
     - 0
   * - Final setup vio count
     - 0
   * - Die X-Extent
     - 122 um
   * - Run status
     - complete, no violations
   * - Reported leakage power
     - 1.02 nW
   * - Total of cells resized after clock tree synthesis
     - 0
   * - Initial core utilization
     - 22.4%
   * - GRT overflow
     - 0
   * - DIE AREA
     - 14900 um^2
   * - Antenna violations before repair
     - 0
   * - Crit Path Category
     - input pin to output port
   * - Power per cell area
     - 77.0 nW/um^2
   * - First-pass DRT Iterations
     - 4
   * - Number of setup buffers added after CTS
     - 0
   * - Max-capacitance violation count
     - 0
   * - Syn. warnings
     - 0
   * - Number of DRC violations after detailed-routing iteration 0
     - 282
   * - Hpwl dp
     - 5.93 mm
   * - Routed len/inst
     - 16.5 um
   * - Fraction of the cycle the final worst path needs
     - 88.1%
   * - Area share of the largest cell type after synthesis
     - 13.1%
   * - Startpoint type of the worst setup path
     - input pin
   * - Pin count of the biggest net entering global routing
     - 45
   * - Source of the worst hold timing path
     - ctrl[0]
   * - Area occupied by multi-input gates
     - 2030 um^2
   * - Sort of element at the end of the critical path
     - output port
   * - Area overhead of the layout relative to synthesis
     - 16.0%
   * - Final routed wirelength across all metal layers
     - 7.66 mm
   * - Main area contributors
     - ha_1 (13%), mux4_2 (7.9%), a21oi_1 (5.7%)
   * - Number of remaining DRC errors
     - 0
   * - Worst min-delay path category
     - input pin to output port
   * - Actual slew at the worst max-slew pin
     - 0.512 ns
   * - Data required time at the worst endpoint
     - 4.88 ns
   * - Power, Total
     - 0.204 mW
   * - Worst setup slack before clock tree synthesis
     - 0.722 ns
   * - Sequential-to-total area share from yosys stat
     - 0%
   * - Core Rows
     - 37
   * - Cts-stage hold buffer count
     - 0
   * - Final design instance area without fill
     - 2650 um^2
   * - Tool Warnings
     - 48
   * - Number of instances in the synthesized netlist
     - 318
   * - Number of global-route vias before repair
     - 2415
   * - GRT Resource Usage Total
     - 10.3%
   * - Count of nets left with antenna violations after detail routing
     - 0
   * - Maximum VDD drop
     - 27.8 uV
   * - Number of port buffers
     - 29
   * - Final worst setup slack
     - 0.725 ns
   * - Placed Instances
     - 463
   * - Ports
     - 29
   * - Min-Delay Path Depth
     - 5
   * - Mean Syn Cell Area
     - 7.19 um^2
   * - Sequential cells
     - 0
   * - Die height
     - 122 um
   * - Core occupancy in the finished layout
     - 25.9%
   * - Final hold viol count
     - 0
   * - Routed vias/inst
     - 5.40
   * - Highest attainable clock frequency
     - 186 MHz
   * - Weighted congestion reported at the end of routability-driven placement
     - 0.966
   * - Share of cells above drive strength 1
     - 7.65%
-- report_power, final --
group          leakage [nW]  internal (mW)  switching (mW)
combinational          1.02         0.0939           0.110
sequential                0              0               0
clock                     0              0               0
total                  1.02         0.0939           0.110
-- placed cells by master, fill, tap and decap left out, types with 4 or more instances in the layout --
master / n
ha_1: 24
mux4_2: 8
nand2b_1: 10
nor2_1: 18
inv_1: 23
o21ai_1: 4
nor2b_1: 9
o21ai_0: 20
a21oi_1: 26
nand3_1: 6
clkdlybuf4s50_1: 29
o221ai_1: 7
nand2_1: 19
mux2i_1: 13
nor3_1: 9
o21bai_1: 4
o211ai_1: 7
buf_4: 9
o22ai_1: 5
nor4_1: 4
-- final cells by class --
class,instances,area share (%)
multi-input combinational,264,76.6
timing repair buffer,38,13.5
tap,136,6.42
inverter,25,3.54
-- critical path: stages --
cell             delay, ns
clkdlybuf4s50_1       0.71
inv_1                 0.12
ha_1                  0.46
and3_1                0.21
a2111o_1              0.47
o31ai_4               0.19
xor2_1                0.09
o221ai_1              0.18
clkdlybuf4s50_1       0.50
-- layer usage --
metal  part of all wire [%]  track usage [%]
met5                      0                0
met4                    1.0             1.27
met3                    7.2             2.16
met2                     47             16.6
met1                     44             14.2
-- path summary, 6_finish.rpt --
| check | endpoint |
|---|---|
| max | out[7] |
| min | out[7] |
-- synth_stat cells, types with 2 or more instances --
cell type  instances
nor3_1             9
xnor2_1            3
buf_2             16
a31oi_1            3
a2bb2oi_1          3
o32ai_1            2
nor2b_1            9
o21bai_1           4
a21oi_1           26
inv_2              2
o21a_1             2
nor4_1             4
o21ai_0           20
fa_1               2
nor3b_1            3
and3_1             3
o31ai_1            2
a31o_1             2
a311o_1            2
nand2b_1          10
nand3_1            6
a21o_1             3
a211o_1            3
a22o_1             2
mux2i_1           13
a221o_1            2
buf_4              3
nand2_1           19
nand3b_1           2
nor2_1            18
nand4b_1           2
o22ai_1            5
buf_6              3
o2111ai_1          2
inv_1             23
o211ai_1           7
clkbuf_1           7
ha_1              24
mux4_2             8
o21ai_1            4
o221ai_1           7
a211oi_1           2
a21boi_0           3
-- kinds of logic (layout without fill, tap and decap cells) --
logic type,Yosys count,count (layout),share of synthesized area (%)
AND/OR/NAND/NOR,93,93,21.7
XOR/XNOR,4,4,1.53
AND-OR/OR-AND,119,119,36.6
adder cells (fa/ha/maj),26,26,14.9
buffers and inverters,54,63,11.2
multiplexers,22,22,14.1
Power and IR drop assume default switching activity.
